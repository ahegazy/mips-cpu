File: flow/run.sh
#!/bin/bash
# OpenROAD 26Q1-2900-gdf79404cd8, Yosys 0.63+post, stock flow scripts
make -C /OpenROAD-flow-scripts/flow DESIGN_CONFIG=/design/flow/config.mk WORK_HOME=/design/flow/orfs finish
File: flow/config.mk
export PLATFORM = sky130hd
export DESIGN_NAME = alu
export DESIGN_NICKNAME = alu
export VERILOG_FILES = /design/flow/design.v
export SDC_FILE = /design/flow/constraint.sdc
export NUM_CORES = 4
export LEC_CHECK = 1
export CORE_UTILIZATION = 30
File: flow/constraint.sdc
current_design alu

set clk_period 19.1
set clk_io_pct 0.2

create_clock -name clk0 -period $clk_period

set non_clock_inputs [all_inputs -no_clocks]
set_input_delay [expr $clk_period * $clk_io_pct] -clock clk0 $non_clock_inputs
set_output_delay [expr $clk_period * $clk_io_pct] -clock clk0 [all_outputs]
File: flow/design.v
module alu(
    aluSrc,
    data1,  
    data2,  
    imm,  
    aluCtrl,
    result,
    zero,
    overflow
);
    input wire aluSrc;
    input wire [31:0] data1;
    input wire [31:0] data2;
    input wire [31:0] imm;
    input wire [3:0] aluCtrl;
    output reg [31:0] result;
    output wire zero;
    output wire overflow;
    wire [31:0] d2;
    wire [31:0] sum;
    wire carry;
    assign zero = (result == 31'b0) ? 1 : 0;
    assign op = (aluCtrl == 2) ? 1 : (aluCtrl == 3) ? 1 : 0;  
    assign d2 = (aluSrc == 0) ? data2 : imm;
    assign overflow = (aluCtrl == 0) ? carry: (aluCtrl == 2) ? carry : 0;  
    fullAddSub32 addsub(.num1(data1), .num2(d2), .op(op), .sumO(sum), .carryO(carry));
    always @ (aluCtrl or data1 or data2 or imm)
    begin 
        case (aluCtrl)
            4'b0000: result <= sum;
            4'b0001: result <= sum;
            4'b0010: result <= sum;
            4'b0011: result <= sum;
            4'b0100: result <= data1 & data2;
            4'b0101: result <= data1 | data2;
            4'b0110: result <= data1 << data2;
            4'b0111: result <= data1 >> data2;
            4'b1000: result <= (data1 < data2) ? 1 : 0;
            4'b1001:   
                begin
                    if(data1 == data2)
                    begin 
                        result <= 1;  
                    end
                    else    result <= 0;
                end
            4'b1010:   
                begin
                    if(data1 != data2)
                    begin 
                        result <= 1;  
                    end
                    else    result <= 0;
                end
            default: result <= 0;
        endcase
    end
endmodule
module fullAddSub32(
  num1,
  num2,
  op,
  sumO,
  carryO
  );
  input [31:0] num1;
  input [31:0] num2;
  input op;   
  output [31:0] sumO;
  output carryO;
  wire [31:0] sum;
  wire [31:0] carry;
  wire [31:0] num2C;
  assign num2C = (op == 1'b1) ? ~num2 : num2;
  genvar i;
  generate 
  for(i=0;i<32;i=i+1)
  begin
    if(i==0) 
      fullAdder addr(num1[i],num2C[i], op,sum[i],carry[i]);
    else
      fullAdder addr(num1[i],num2C[i],carry[i-1],sum[i],carry[i]);
    end
   endgenerate
  assign carryO = (op == 1'b1) ? ~carry[31] : carry[31];
  assign sumO = sum;
  endmodule
module halfAdder(
  num1,
  num2,
  sum,
  carry
  );
  input num1;
  input num2;
  output sum;
  output carry;
  assign sum = num1 ^ num2;
  assign carry = num1 & num2;
endmodule
module fullAdder(
  num1,
  num2,
  carryI,
  sum,
  carryO
  );
  input num1;
  input num2;
  input carryI;
  output sum;
  output carryO;
  assign sum = (num1 ^ num2) ^ carryI;
  assign carryO = (num1 & carryI) | (num1 & num2) | (num2 & carryI);
endmodule
==> flow_summary.ini <==
; generated from flow reports
[status]
status = finished with violations
failing_checks = setup timing

[grt]
antenna_found_initial = 1
grt_start_max_net_pins = 52
grtUsageTotal = 0.274
grt_first_pass_wirelength_um = 55900
overflow = 0
first_global_vias = 8539

[route]
via_per_inst = 5.98
drtAntennaViolNets = 0
detailedRoute.firstPassIterationCount = 8
number_of_vias_in_the_routed_layout = 8571
post-route-drc-count = 0
detail_route.wirelength_um = 37100
drt-wirelength-per-cell_um = 25.9
drtIter0Drc = 726

[synthesis]
netlist.area_leader.share = 0.160
yosys.cell_types.count = 78
cells_taking_the_most_area_after_synthesis = sky130_fd_sc_hd__mux4_2 (16%), sky130_fd_sc_hd__ha_1 (15%), sky130_fd_sc_hd__mux2i_1 (10%)
top_area_cell = sky130_fd_sc_hd__mux4_2
yosysSeqAreaShare = 0
ys_area_sq_um = 8160
ys_cells = 983
synth_cells = 983
netlist_area_sq_um = 8160
avgSynthCellArea_sq_um = 8.30
ys.warnings.count = 2

[sta]
holdWs_ns = 8.33
finalCriticalPeriod_ns = 19.57
setup_repair_after_global_routing_missed_its_margin = yes
worst-slew-pin-transition_ns = 0.759
fmax_ghz = 0.0511
setup-violations-final = 2
postLayoutSetupSlackWorst_ns = -0.475
layout_worst_path_cycle_share = 1.02
maxSlewViolCount = 0
slew_headroom = 0.491
final-hold-violation-count = 0
fin_tns_setup_ns = -0.549

[finish]
area.growth.synth_to_final_pct = 23.9
flop-count = 0
nFillCells = 2684
post_route_cells_drive_above_1_share = 0.208
final.clkbuf_count = 0
fin_area_sq_um = 10100
footprint_of_the_flip_flops_and_latches_sq_um = 0
multi_input_comb_area_sq_um = 7570

[run]
maxCapViolations = 0
log.warning_count = 99

[min_path]
hold_path_class = input port to output port

[critical_path]
critical_path_arrival_ns = 15.75
timing.critical_path.to_type = output port
critical_path_class = input port to output port
crit_path_start_kind = input port
cp_required_ns = 15.28
critPathSlowestCell = sky130_fd_sc_hd__or4b_4
top_cell_by_count_worst_path = sky130_fd_sc_hd__fa_2
crit_path_max_incr_delay_ns = 0.55
critical_path.max_fanout = 2

[pwr]
static-leakage-power_nw = 4.17
worst_ir_drop_vdd_uv = 13.8
power.internal_w = 0.000128
cellPowerDensity_nw_per_um2 = 27.9
net-switching-power_w = 0.000153
design_power_total_w = 0.000282
sw_frac = 0.544

[floorplan]
design.portCount = 135
core_region_area_sq_um = 26800
die_height_um = 167
std_cell_rows = 60
core_util_floorplan = 0.305
die_w_um = 167
die-area_sq_um = 27900

[clock_network]
cts-hold-fix-buffers = 0

[placed_design]
placement.cell_area_sq_um = 10000
portBuffers = 135
dp_hpwl_um = 29500
routabilityCongestion = 1.08
==> repair_timing <==
| action | 4_1_cts | 5_1_grt |
|---|---|---|
| endpoints found under the setup margin | 6 | 5 |
| buffers inserted | 1 | 1 |
| pin swaps | 13 | 5 |
| resized | 61 | 15 |
==> routing by layer <==
metal,vias up,global-route usage,part of all wire
met2,405,0.442,0.48
met1,4228,0.394,0.43
met5,-,0,0
met4,0,0.0592,0.025
met3,52,0.0426,0.070
li1,3886,-,-
==> area by class of cell <==
class | count | share of cell area
Tap cell | 341 | 0.0422
Timing Repair Buffer | 197 | 0.176
Multi-Input combinational cell | 808 | 0.749
Antenna cell | 1 | 0.000247
Inverter | 86 | 0.0319
==> cell usage after synthesis (all sizes together), types with 3 or more instances <==
master,count
mux2i,83
ha,96
nand2b,7
buf,43
a311oi,3
o211ai,6
mux4,63
inv,86
a22oi,13
nor2b,7
a32oi,3
a31oi,12
nor3,17
o31ai,4
xor2,23
nor4b,4
a221oi,14
fa,31
nand4,9
clkbuf,46
nand4b,3
o22ai,14
mux2,22
a41oi,3
nand2,94
xnor2,9
nor2,60
nand3,24
or2,4
o32ai,6
a211oi,10
o21ai,45
nor4,21
o221ai,14
and3,4
o2111ai,4
a21oi,38
o21bai,3
==> cell families (layout without fill, tap and decap cells) <==
family | count (synthesis) | after routing | share of synthesized area
and+or+nand+nor | 270 | 270 | 0.162
AOI/OAI and AO/OA | 211 | 211 | 0.177
buffers and inverters | 175 | 283 | 0.0949
muxes | 168 | 168 | 0.308
adders and majority gates | 127 | 127 | 0.223
xor gates and xnor gates | 32 | 32 | 0.0343
other | 0 | 1 | 0
==> worst max-delay path: cells and delay by family <==
family          cells  cell delay [ns]
xor+xnor            1             0.16
simple gates        4             1.00
fa+ha+maj          31             9.72
compound gates      1             0.28
buf+inv            12             0.78
==> path summary, 6_finish.rpt <==
path        from    endpoint  cells past startpoint
min   aluCtrl[3]  result[30]                      6
max   aluCtrl[2]        zero                     49
==> layout by cell type, fill, tap and decap left out, types with 7 or more instances in the layout <==
master	instances
sky130_fd_sc_hd__nor4_1	20
sky130_fd_sc_hd__ha_1	96
sky130_fd_sc_hd__o21ai_0	40
sky130_fd_sc_hd__buf_4	63
sky130_fd_sc_hd__nor3_1	14
sky130_fd_sc_hd__mux4_2	58
sky130_fd_sc_hd__clkdlybuf4s50_1	120
sky130_fd_sc_hd__a211oi_1	8
sky130_fd_sc_hd__inv_2	14
sky130_fd_sc_hd__a221oi_1	14
sky130_fd_sc_hd__nand3_1	23
sky130_fd_sc_hd__inv_1	72
sky130_fd_sc_hd__fa_2	31
sky130_fd_sc_hd__mux2_2	22
sky130_fd_sc_hd__o22ai_1	14
sky130_fd_sc_hd__mux2i_1	81
sky130_fd_sc_hd__a31oi_1	12
sky130_fd_sc_hd__nand4_1	9
sky130_fd_sc_hd__nor2_1	59
sky130_fd_sc_hd__a21oi_1	38
sky130_fd_sc_hd__xnor2_1	9
sky130_fd_sc_hd__a22oi_1	13
sky130_fd_sc_hd__nand2_1	93
sky130_fd_sc_hd__o221ai_1	12
sky130_fd_sc_hd__nand2b_1	7
sky130_fd_sc_hd__xor2_1	22
==> power by group through the flow <==
stage | Clock [W] | Sequential [W] | Combinational [W]
after global routing | 0 | 0 | 0.000304
after CTS | 0 | 0 | 0.000276
==> stage by stage <==
step                       util  setup WS, ns  instances
after detailed placement  0.373         -1.54       1431
after global placement    0.373         -1.55       1431
final                     0.377        -0.475       1433
after CTS                 0.376        -0.669       1431
after global routing      0.377        -0.817       1432
after floorplan               -        -0.391        983
Power is estimated from default activity; no workload was simulated.

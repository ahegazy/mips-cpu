<file path="design/flow/run.sh">
#!/bin/bash
# OpenROAD 26Q1-2900-gdf79404cd8, Yosys 0.63+post, stock flow scripts
make -C /OpenROAD-flow-scripts/flow DESIGN_CONFIG=/design/flow/config.mk WORK_HOME=/design/flow/orfs finish
</file>
<file path="design/flow/constraint.sdc">
current_design regsFile

set clk_period 8.5
set clk_io_pct 0.2

create_clock -name clk0 -period $clk_period [get_ports {write}]

set non_clock_inputs [all_inputs -no_clocks]
set_input_delay [expr $clk_period * $clk_io_pct] -clock clk0 $non_clock_inputs
set_output_delay [expr $clk_period * $clk_io_pct] -clock clk0 [all_outputs]
</file>
<file path="design/flow/config.mk">
export PLATFORM = sky130hd
export DESIGN_NAME = regsFile
export DESIGN_NICKNAME = regsFile
export VERILOG_FILES = /design/flow/design.v
export SDC_FILE = /design/flow/constraint.sdc
export NUM_CORES = 4
export LEC_CHECK = 1
export CORE_UTILIZATION = 40
</file>
<file path="design/flow/design.v">
module regsFile( 
    rgr1,
    rgr2,
    write,
    rgw1,
    rgw1data,
    rg1data,
    rg2data
);
    input [4:0] rgr1;
    input [4:0] rgr2;
    input [4:0]     rgw1;
    input [31:0]  rgw1data;
    input write;
    output reg [31:0] rg1data;
    output reg [31:0] rg2data;
    reg [31:0] regMem [31:0];  
  always @(rgr1 or rgr2)
  begin
    rg1data = regMem[rgr1];
    rg2data = regMem[rgr2];
  end
  always @(posedge write)
  begin
    if(rgw1 == 5'b0) regMem[0] = 5'b0;
    else regMem[rgw1] = rgw1data;
  end
    integer i;
    initial 
    begin
        for( i = 0; i < 32; i = i + 1 )
            regMem[i] = i;
    end
endmodule
</file>
==> notes.md <==
Flow results follow.

The total via count in the routed design is 31000. The warning tally printed by Yosys for this design is 1. Recorded from the global router log, the overflow total was 0. Among all stages on the critical path, the maximum delay recorded is 0.61 ns. From bottom edge to top edge, the die measures 351 µm. The mean post-synth cell area is 14.5 µm². The flow ran to the end, and the final reports show no timing, DRC or antenna violations. The number of library cell types mapped by synthesis is 26.

The count of final hold-check violations is 0. The post-synthesis cell count from yosys is 3360. Per the CTS log, the buffer count on the longest clock path is 3. The placement report lists the number of port buffers as 111. The number of sinks driven by the clock tree is 1024. For this design the ratio of total power to cell area is 202 nW/µm². The hold buffer count at CTS is 0. The cell leakage power is 19.8 nW. The detailed router reported a total wirelength of 157000 µm.

The detail route stage leaves a number of antenna-violating nets equal to 0. Timing analysis after detailed placement gives a worst setup slack of 1.98 ns. In the post-synthesis netlist, the biggest area contributors are sky130_fd_sc_hd__edfxtp_1 (63%), sky130_fd_sc_hd__mux2i_1 (21%), sky130_fd_sc_hd__a22oi_1 (4.9%). The register with the most flip-flops in the layout has 1024 of them. Setup repair after global routing left no endpoint under its margin. The DRC marker count from the first detailed-route iteration is 2111.

The endpoint class of the critical path is an output pin. The placeable core area is 120000 µm². Overall routing resource usage recorded by global route was 0.273.

Clock tree synthesis selected as its root buffer the cell sky130_fd_sc_hd__clkbuf_16. The number of placed instances, taps included, is 4943.

The via-per-instance ratio is 6.03. The maximum clock rate is 0.151 GHz. The final report lists a non-filler cell total of 5131. The total power after layout is 11.1 mW. Per the detailed placement report, the placed cell area equals 51800 µm².

Summed over all instances, the cell type with the most area after synthesis is sky130_fd_sc_hd__edfxtp_1. The cell sequence reported for the critical path is clkdlybuf4s50_1 -> nor2b_4 -> buf_12 -> buf_4 -> a22o_1 -> nor3_1 -> a31oi_1 -> nand3_1 -> clkdlybuf4s50_1. The number of global-route vias before repair is 32400.

The last timing report of the flow puts the setup violation total at 0. Per the slew report, the remaining headroom to the max-slew limit stands at 0.423. The arrival time reported for the critical path endpoint is 4.90 ns.

The required time at the worst endpoint is listed as 6.80 ns. The die width is 351 µm. Per the gpl log, the routability congestion estimate is 0.860. The worst setup path is launched from an input port. The area growth from synthesis to layout is 12.7%. The area fraction of the largest cell type after synthesis is 0.631. The synthesized netlist occupies a cell area of 48700 µm². The critical path's top delay family is buffers and inverters. The slowest library cell on the worst path is sky130_fd_sc_hd__clkdlybuf4s50_1. The gate count after technology mapping is 3360. The final tally of max-slew violations is 0. The largest net degree at the start of global routing is 96. TritonCTS built the clock tree. The floorplan has 127 rows. In this run the count of I/O pins placed on the die edge is 112. The number of antenna violations at the first check in global routing was 2. The first global-routing pass estimated 222000 µm of wire. The area of all placed cells without fillers is 54900 µm². The critical path in this run is classified as in2out. According to the floorplan report, the total die area is 123000 µm². The average wire length per cell after detail routing is 30.5 µm. The most prevalent standard cell on the critical path is sky130_fd_sc_hd__clkdlybuf4s50_1. Per the layout report, the design carries 10500 filler cells. The maximum resistive drop on vdd is 0.000161 V. Per the timing report, the biggest fanout along the worst path comes to 70.

In the final layout, the share of cells above drive strength 1 is 0.0864. The share of the clock period used by the worst path after layout is 0.777. The actual transition at the worst max-transition pin is 0.864 ns. The critical path contains buffers and inverters numbering 4 combined.

The post-CTS setup-driven buffer insertion count is 0. For reference, the clock transition at the flip-flops on the worst setup and hold paths is 0.06 ns. Per the TritonCTS log, the buffer count is 106. The share of the Yosys chip area taken by registers is 0.631.

The H-tree depth is 3. The final critical delay including setup and external delays is 6.60 ns. The tool flagged a number of max-cap violations equal to 0. The class of the worst hold path is in2reg. The first-pass iteration count of the detailed router is 6. The stat command in Yosys gives a chip area of 48700 µm². The post-route setup TNS is 0 ns. The number of flip-flops and latches in the synthesized netlist is 1024. Once routing completed, OpenROAD measured the worst setup slack at 1.90 ns. The warning total across the stage logs is 26. The post-detailed-route DRC marker count is 0. The floorplan step records an initial core utilization of 0.405. The detailed-placement wirelength estimate is 84100 µm. In this run, post-CTS repair resized a total of 0 instances.
## worst min-delay path, stage by stage
cell	delay, ns
sky130_fd_sc_hd__clkdlybuf4s50_1	0.39
sky130_fd_sc_hd__and2_1	0.13
sky130_fd_sc_hd__buf_4	0.22
## metal layers
metal	vias up	GRT usage	share of wire
met1	15300	0.340	0.35
met5	-	0.00785	0.00086
met2	1765	0.401	0.45
li1	13500	-	-
met3	339	0.175	0.15
met4	4	0.0855	0.041
## synth_stat cells
cell type,instances
sky130_fd_sc_hd__buf_4,59
sky130_fd_sc_hd__buf_1,11
sky130_fd_sc_hd__a22oi_1,320
sky130_fd_sc_hd__a31oi_1,32
sky130_fd_sc_hd__nand2b_1,5
sky130_fd_sc_hd__edfxtp_1,1024
sky130_fd_sc_hd__or2_2,2
sky130_fd_sc_hd__a22o_1,64
sky130_fd_sc_hd__buf_2,66
sky130_fd_sc_hd__or3_1,1
sky130_fd_sc_hd__clkbuf_1,95
sky130_fd_sc_hd__a21oi_1,128
sky130_fd_sc_hd__nand3b_1,3
sky130_fd_sc_hd__or2_1,1
sky130_fd_sc_hd__and2_1,35
sky130_fd_sc_hd__nand4_1,32
sky130_fd_sc_hd__mux2i_1,1024
sky130_fd_sc_hd__nand3_1,225
sky130_fd_sc_hd__buf_6,23
sky130_fd_sc_hd__or3b_2,2
sky130_fd_sc_hd__nor2_1,35
sky130_fd_sc_hd__nor2b_1,5
sky130_fd_sc_hd__clkbuf_4,4
sky130_fd_sc_hd__nand2_1,131
sky130_fd_sc_hd__inv_1,1
sky130_fd_sc_hd__nor3_1,32
## layout by cell type, fill, tap and decap left out, types with 29 or more instances in the layout
master | synthesis | routed
sky130_fd_sc_hd__clkinv_1 | 0 | 29
sky130_fd_sc_hd__a31oi_1 | 32 | 32
sky130_fd_sc_hd__a22oi_1 | 320 | 320
sky130_fd_sc_hd__edfxtp_1 | 1024 | 1024
sky130_fd_sc_hd__clkbuf_16 | 0 | 109
sky130_fd_sc_hd__nor3_1 | 32 | 32
sky130_fd_sc_hd__mux2i_1 | 1024 | 1024
sky130_fd_sc_hd__nand3_1 | 225 | 225
sky130_fd_sc_hd__nor2_4 | 0 | 34
sky130_fd_sc_hd__a22o_1 | 64 | 64
sky130_fd_sc_hd__buf_4 | 59 | 100
sky130_fd_sc_hd__nand2_1 | 131 | 130
sky130_fd_sc_hd__nand4_1 | 32 | 32
sky130_fd_sc_hd__a21oi_1 | 128 | 128
sky130_fd_sc_hd__and2_1 | 35 | 32
sky130_fd_sc_hd__clkdlybuf4s50_1 | 0 | 109
## power by group
group | internal [mW] | total [mW] | switching [mW] | leakage (nW)
clock network | 2.35 | 4.23 | 1.88 | 1.52
logic | 0.410 | 1.12 | 0.715 | 9.09
registers | 5.68 | 5.72 | 0.0405 | 9.18
total | 8.44 | 11.1 | 2.63 | 19.8
## path summary, 6_finish.rpt
path,from,end,slack [ns],cells after the start
min,rgw1data[4],regMem[2][4]$_DFFE_PP_,1.98,3
max,rgr1[2],rg1data[2],1.90,9
## cell type report
class	count	area, µm²	share of cell area
clock inverter	52	260	0.00474
tap	1612	2020	0.0367
inverter	1	3.75	0.0000684
timing repair buffer	229	2230	0.0407
multi-input combinational	2077	16800	0.306
sequential	1024	30700	0.560
antenna	1	2.50	0.0000456
clock buffer	135	2830	0.0515
## cells by family (layout without fill, tap and decap cells)
group                  count (synthesis)  in the layout  synth area share
other                                  0              1                 0
buffers and inverters                259            417            0.0300
AND/OR/NAND/NOR                      509            509            0.0504
AND-OR/OR-AND                        544            544            0.0781
flip-flops                          1024           1024             0.631
multiplexers                        1024           1024             0.210
## stage by stage
stage           util  hold WS (ns)
2_1_floorplan      -          2.23
3_3_place_gp   0.431          2.66
3_5_place_dp   0.431          2.67
4_1_cts        0.456          1.95
5_1_grt        0.456          2.01
6_report       0.456          1.98
Power is estimated from default activity; no workload was simulated.

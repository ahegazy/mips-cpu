--- design/flow/run.sh ---
#!/bin/bash
# OpenROAD 26Q1-2900-gdf79404cd8, Yosys 0.63+post, stock flow scripts
make -C /OpenROAD-flow-scripts/flow DESIGN_CONFIG=/design/flow/config.mk WORK_HOME=/design/flow/orfs finish
--- design/flow/config.mk ---
export PLATFORM = sky130hd
export DESIGN_NAME = control
export DESIGN_NICKNAME = control
export VERILOG_FILES = /design/flow/design.v
export SDC_FILE = /design/flow/constraint.sdc
export NUM_CORES = 4
export LEC_CHECK = 1
export CORE_AREA = 10 10 70 70
export DIE_AREA = 0 0 80 80
--- design/flow/constraint.sdc ---
current_design control

set clk_period 2.6
set clk_io_pct 0.2

create_clock -name clk0 -period $clk_period

set non_clock_inputs [all_inputs -no_clocks]
set_input_delay [expr $clk_period * $clk_io_pct] -clock clk0 $non_clock_inputs
set_output_delay [expr $clk_period * $clk_io_pct] -clock clk0 [all_outputs]
--- design/flow/design.v ---
module control(
    opcode,
    dstReg,
    jmp,
    branch,
    MemRead,
    MemtoReg,
    ALUop,
    MemWrite,
    ALUSrc,
    RegWrite
);
parameter ADD = 6'b000000;
parameter ADDU = 6'b000000;
parameter SUB = 6'b000000;
parameter SUBU = 6'b000000;
parameter AND = 6'b000000;
parameter OR = 6'b000000;
parameter SLL = 6'b000000;
parameter SRL = 6'b000000;
parameter SLT = 6'b000000;
parameter ADDI = 6'b001000;
parameter LW = 6'b100011;
parameter SW = 6'b101011;
parameter BEQ = 6'b000100;
parameter BNE = 6'b000101;
parameter J = 6'b000010;
    input wire [5:0] opcode;
    output reg [1:0] ALUop;
    output reg dstReg;  
    output reg jmp;
    output reg branch;
    output reg MemRead;
    output reg MemWrite;
    output reg MemtoReg;
    output reg ALUSrc;
    output reg RegWrite;
    always @ (opcode)
    begin
        case(opcode)
            ADD:
            begin
                ALUSrc = 0;
                ALUop = 2'b00;
                jmp = 0;
                dstReg = 1;  
                branch = 0;
                MemRead = 0;
                MemtoReg = 0;
                MemWrite = 0;
                RegWrite = 1;
            end
            ADDI:
            begin
                ALUSrc = 1;
                ALUop = 2'b01;
                jmp = 0;
                dstReg = 0;  
                branch = 0;
                MemRead = 0;
                MemtoReg = 0;
                MemWrite = 0;
                RegWrite = 1;
            end
            ADDU:
            begin
                ALUSrc = 0;
                ALUop = 2'b00;
                jmp = 0;
                dstReg = 1;  
                branch = 0;
                MemRead = 0;
                MemtoReg = 0;
                MemWrite = 0;
                RegWrite = 1;
            end
            SUB:
            begin
                ALUSrc = 0;
                ALUop = 2'b00;
                jmp = 0;
                dstReg = 1;  
                branch = 0;
                MemRead = 0;
                MemtoReg = 0;
                MemWrite = 0;
                RegWrite = 1;
            end
            SUBU:
            begin
                ALUSrc = 0;
                ALUop = 2'b00;
                jmp = 0;
                dstReg = 1;  
                branch = 0;
                MemRead = 0;
                MemtoReg = 0;
                MemWrite = 0;
                RegWrite = 1;
            end
            AND:
            begin
                ALUSrc = 0;
                ALUop = 2'b00;
                jmp = 0;
                branch = 0;
                dstReg = 1;  
                MemRead = 0;
                MemtoReg = 0;
                MemWrite = 0;
                RegWrite = 1;
            end
            OR:
            begin
                ALUSrc = 0;
                ALUop = 2'b00;
                jmp = 0;
                dstReg = 1;  
                branch = 0;
                MemRead = 0;
                MemtoReg = 0;
                MemWrite = 0;
                RegWrite = 1;
            end
            SLL:
            begin
                ALUSrc = 0;
                ALUop = 2'b00;
                jmp = 0;
                branch = 0;
                MemRead = 0;
                dstReg = 1;  
                MemtoReg = 0;
                MemWrite = 0;
                RegWrite = 1;
            end
            SRL:
            begin
                ALUSrc = 0;
                ALUop = 2'b00;
                jmp = 0;
                branch = 0;
                MemRead = 0;
                MemtoReg = 0;
                dstReg = 1;  
                MemWrite = 0;
                RegWrite = 1;
            end            
            LW:
            begin
                ALUSrc = 1;
                ALUop = 2'b01;
                jmp = 0;
                branch = 0;
                MemRead = 1;
                dstReg = 0;  
                MemtoReg = 1;
                MemWrite = 0;
                RegWrite = 1;
            end            
            SW:
            begin
                ALUSrc = 1;
                ALUop = 2'b01;
                dstReg = 0;  
                jmp = 0;
                branch = 0;
                MemRead = 0;
                MemtoReg = 0;
                MemWrite = 1;
                RegWrite = 0;
            end            
            BEQ:
            begin
                ALUSrc = 0;
                ALUop = 2'b10;
                jmp = 0;
                dstReg = 0;  
                branch = 1;
                MemRead = 0;
                MemtoReg = 0;
                MemWrite = 0;
                RegWrite = 0;
            end            
            BNE:
            begin
                ALUSrc = 0;
                ALUop = 2'b11;
                jmp = 0;
                branch = 1;
                MemRead = 0;
                MemtoReg = 0;
                MemWrite = 0;
                dstReg = 0;  
                RegWrite = 0;
            end            
            J:
            begin
                ALUSrc = 0;
                ALUop = 2'b00;
                jmp = 1;
                branch = 0;
                MemRead = 0;
                MemtoReg = 0;
                dstReg = 0;  
                MemWrite = 0;
                RegWrite = 0;
            end            
            default:
                begin
                ALUSrc = 0;
                ALUop = 2'b00;
                jmp = 0;
                branch = 0;
                MemRead = 0;
                MemtoReg = 0;
                MemWrite = 0;
                dstReg = 0;  
                RegWrite = 0;
            end            
        endcase
    end
endmodule
==> flow_summary_export.csv <==
group,metric,value,unit
status,status,"completed",
worst_setup_path,cp.required,2.08,ns
clock_tree,postCtsHoldBufs,0,
finish,logic_area,151,sq um
worst_setup_path,cpPeakStageDelay,0.54,ns
power_and_ir_drop,p_int,0.0212,mW
worst_setup_path,arrival,2.03,ns
placed_design,dp.cells,90,
job,warnings,32,
power_and_ir_drop,p_leak,0.155,nW
synth,postSynthSeqShare,0,
finish,area_growth,219,%
worst_setup_path,path_class,"in -> out",
grt,grt_pass1_wl,1.22,mm
synth,syn_inst,21,
sta,worst_slack,0.0478,ns
finish,fin_util,0.123,
synth,synth_warnings,1,
sta,finalSetupTns,0,ns
worst_setup_path,startpoint_type,"input pin",
worst_setup_path,critPathCaptureType,"primary output",
power_and_ir_drop,seqPwrFrac,0,
grt,grt_max_degree,7,
synth,syn_area,131,sq um
synth,syn_avg_cell_area,6.26,sq um
sta,period_needed,2.55,ns
placed_design,dp.final_hpwl,665,um
finish,fillers,395,
drt,diodes,0,
job,drv_cap,0,
grt,grt_pass1_vias,245,
min_path,hp-class,"in -> out",
sta,worst_pin_slew,0.257,ns
placed_design,gp_congestion,0.717,
drt,vias,241,
finish,n_sequential_cell,0,
synth,ys_types,14,
sta,final_hold_viol_count,0,
sta,finalClockPeriodUsage,0.982,
sta,rsz0062_at_grt,"false",
drt,routed_wl,776,um
drt,drc_errors,0,
power_and_ir_drop,combPwrFrac,1.000,
worst_setup_path,path_max_fanout,3,
placed_design,io_buffers,16,
floorplanning,chipArea,6400,sq um
floorplanning,fp-utilization,0.0385,
floorplanning,ioPinCount,16,
sta,timing.fmax,392,MHz
worst_setup_path,slowest_stage,"or4b_4",
synth,ys_cells,21,
sta,slew_violations,0,
floorplanning,rows,21,
sta,setup_viol,0,
synth,yosys-stat-area,131,sq um
floorplanning,fp.coreArea,3420,sq um
floorplanning,die-width,80,um
finish,final.clkbuf_count,0,
drt,drtIter0Drc,9,
power_and_ir_drop,irDropWorstVdd,15.4,uV
sta,relSlewSlack,0.827,
floorplanning,die_h,80,um
drt,first_pass_iters,2,
grt,grt.total_usage,0.0226,
min_path,hp-start,"opcode[2]",
worst_setup_path,startpoint,"opcode[1]",
power_and_ir_drop,power_density,85.9,nW/um^2
drt,viasPerCell,2.68,
finish,seqCellArea,0,sq um
grt,antenna_found_initial,0,
drt,wire_per_inst,8.62,um
worst_setup_path,crit_chain,"dlygate4sd2_1 > or4b_4 > buf_4 > nor2_1 > clkdlybuf4s50_1",
power_and_ir_drop,power.total,0.0360,mW
placed_design,place_ws,-0.211,ns
power_and_ir_drop,switching_share,0.411,
power_and_ir_drop,clkPwrFrac,0,
power_and_ir_drop,p_switching,0.0148,mW
finish,drive_above_1_share,0.341,
finish,layoutNonFillerInstCount,90,
grt,grt_overflow,0,
drt,drtAntennaViolNets,0,
==> layout by cell type (no fill, tap or decap) <==
cell	count
dlygate4sd2_1	8
clkdlybuf4s50_1	8
buf_4	8
nor2_1	5
nand2_1	2
or4b_4	2
o21a_1	2
nand3_1	1
nor4_2	1
a21boi_2	1
or4_4	1
nor3_2	1
nor3_1	1
nor3b_2	1
nand2b_1	1
o32ai_1	1
==> power groups by stage <==
| stage | registers (mW) | logic (mW) | clock network (mW) |
|---|---|---|---|
| CTS | 0 | 0.0354 | 0 |
| finish | 0 | 0.0360 | 0 |
| global route | 0 | 0.0398 | 0 |
==> synth_stat cells, drive strengths merged <==
library cell  instances  area (sq um)
nor4                  1          6.26
buf                   1          7.51
o21a                  2          15.0
nor3                  2          10.0
o32ai                 1          8.76
or4b                  2          23.8
nand3                 1          5.00
nor3b                 1          7.51
a21boi                1          7.51
nor2                  5          18.8
nand2                 2          7.51
nand2b                1          6.26
or4                   1          7.51
==> stage by stage <==
stage / hold WS (ns) / instance area (sq um)
global placement: 2.13 / 402
finish: 1.70 / 419
global route: 1.73 / 419
CTS: 1.70 / 413
detailed placement: 2.09 / 402
floorplan: 1.05 / 131
==> logic make-up (layout without fill, tap and decap cells) <==
family / count (synthesis) / count (layout) / share of synthesized area
buffers and inverters: 1 / 24 / 0.0572
AND/OR/NAND/NOR: 16 / 16 / 0.705
AND-OR/OR-AND: 4 / 4 / 0.238
==> per-layer routing <==
layer  routed length (um)  GRT usage
met4                    0          0
met5                    0          0
met2                  290     0.0337
met3                   84    0.00455
met1                  401     0.0343
==> cell type report <==
type,instances,share of cell area
well taps,46,0.137
multi-input cells,20,0.361
repair buffers,24,0.501
==> worst max-delay path: cells and delay by family <==
family | cells | cell delay, ns
buffers and inverters | 3 | 0.89
AND/OR/NAND/NOR | 2 | 0.63
==> path summary, 6_finish.rpt <==
path / to / slack, ns / cells after the start
worst max-delay path: ALUop[1] / 0.05 / 5
worst min-delay path: dstReg / 1.70 / 4
==> repair_timing <==
item	4_1_cts	5_1_grt
endpoints found under the hold margin	0	0
endpoints found under the setup margin	9	2
setup buffers	0	0
pin swaps	2	0
gates resized	14	1
Power and IR drop assume default switching activity.
